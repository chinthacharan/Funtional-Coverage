## design/flow/run.sh

```bash
#!/bin/bash
# OpenROAD 26Q1-2900-gdf79404cd8, Yosys 0.63+post, stock flow scripts
make -C /OpenROAD-flow-scripts/flow DESIGN_CONFIG=/design/flow/config.mk WORK_HOME=/design/flow/orfs finish
```

## design/flow/config.mk

```make
export PLATFORM = sky130hd
export DESIGN_NAME = FIFO
export DESIGN_NICKNAME = FIFO
export VERILOG_FILES = /design/flow/design.v
export SDC_FILE = /design/flow/constraint.sdc
export NUM_CORES = 4
export LEC_CHECK = 1
export CORE_UTILIZATION = 30
```

## design/flow/constraint.sdc

```tcl
current_design FIFO

set clk_period 5.7
set clk_io_pct 0.2

create_clock -name clk0 -period $clk_period [get_ports {clk}]

set non_clock_inputs [all_inputs -no_clocks]
set_input_delay [expr $clk_period * $clk_io_pct] -clock clk0 $non_clock_inputs
set_output_delay [expr $clk_period * $clk_io_pct] -clock clk0 [all_outputs]
```

## design/flow/design.v

```verilog
module FIFO(input clk, rst, wr, rd, 
    input [7:0] din,output reg [7:0] dout,
    output  empty, full);
reg [3:0] wptr = 0,rptr = 0;
reg [4:0] cnt = 0;
reg [7:0] mem [15:0];
always@(posedge clk)
begin
if(rst== 1'b1)
 begin
   wptr <= 0;
   rptr <= 0;
   cnt  <= 0;
 end
else if(wr && !full)
  begin
    mem[wptr] <= din;
    wptr      <= wptr + 1;
    cnt       <= cnt + 1;
    end
else if (rd && !empty)
 begin
  dout <= mem[rptr];
  rptr <= rptr + 1;
  cnt  <= cnt  - 1;
  end
end 
assign empty = (cnt == 0)    ? 1'b1 : 1'b0;
assign full  = (cnt == 16)   ? 1'b1 : 1'b0;
endmodule
```

==> impl_report.txt <==
IMPLEMENTATION SUMMARY REPORT
----------------------------------------------------
[STA]
  Worst slew margin relative to its limit ........................ approximately 40%
  Portion of the clock cycle consumed by the worst path in the final layout ........................ 63.80%
  Period minus WS final ........................ between 3 and 4 ns
  RSZ-0062 raised after global routing ........................ no
  Hold Violations, Final ........................ 0
  WHS ........................ between 0.5 and 0.6 ns
  Finish-stage setup viols ........................ 0
  Number of max-slew violations in the final report ........................ 0
  Maximum clock rate ........................ approximately 270 MHz
  Transition time at the pin with the least slew margin ........................ between 0.8 and 0.9 ns
  Final worst clock skew ........................ approximately 0.0076 ns
  Sum of negative setup slack ........................ 0 ns

[Critical path]
  Setup slack of the most critical reg-to-reg path ........................ around 2.9 ns
  Critical register-to-register path endpoint ........................ cnt[4]
  Max FO, Critical Path ........................ 8
  Arrival time reported for the critical path endpoint ........................ 3.97 ns
  Type of element launching the critical path ........................ input port
  WS Path Type ........................ input port to flip-flop
  CP Data Required Time ........................ between 6 and 7 ns
  Endpoint class of the critical path ........................ flip-flop
  FF-to-FF Start ........................ cnt[0]
  Worst R2R Path Depth ........................ 8

[Hold path]
  Worst Hold Depth ........................ 2
  Worst Hold Launch ........................ wptr[1]
  Hold WC Path Type ........................ flip-flop to flip-flop
  Worst hold path endpoint ........................ wptr[1]

[Detailed routing]
  Via total after detailed routing ........................ around 3,200
  Number of DRC markers after the initial detailed-route iteration ........................ around 190
  Wire length per cell after detailed routing ........................ around 18 um
  Antenna Nets Post-Route ........................ 0
  Wire length after detailed routing ........................ 12,130 um
  Pre-Repair DR Iteration Count ........................ 5
  Vias/cell ........................ around 4.9
  Final antenna diode count ........................ 0
  Total DRC errors in the routed layout ........................ 0

[Placement]
  DP Wirelength ........................ roughly 7600 um
  Post-Place Cell Area ........................ 6583 um2
  Number of input and output port buffers inserted ........................ 21
  Global placer's final weighted congestion ........................ between 0.8 and 0.9

[Clocking]
  H-tree depth ........................ 4
  CTS tree ........................ yes
  CTS Root Cell ........................ sky130_fd_sc_hd__clkbuf_16
  Hold bufs inserted after CTS ........................ 0
  Post-CTS setup repair buffer count ........................ 0
  Num Clock Sinks ........................ between 100 and 150
  Max clock buf depth ........................ 2
  Resized cells post-CTS ........................ 0
  Worst-Skew Late Latency ........................ 0.42 ns
  Clk pin slew, worst setup/hold paths ........................ ~0.060 ns
  Clock buffer count from CTS ........................ 17

[Global route]
  Global-route congestion overflow total ........................ 0
  GRT Overall Usage ........................ 13.01%
  Pin count of the biggest net entering global routing ........................ 39
  Initial antenna violation count ........................ 0
  Number of global-route vias before repair ........................ 3,336
  First-pass GRT wire length ........................ around 18,000 um

[Synth]
  Area fraction in full adders, half adders and majority gates ........................ about 2.0%
  Share of the synthesized area in the top cell type ........................ between 60% and 70%
  Post-synth mux share ........................ between 10% and 20%
  Post-synth design cell area ........................ a little over 6000 um2
  AND/OR/NAND/NOR Cells, Area Fraction ........................ 4.378%
  Share of synthesized registers carrying an async set or reset ........................ 0%
  Post-synthesis cell count from yosys ........................ approximately 360
  Tally of yosys warning messages ........................ 1
  XOR-XNOR Cells, Area Fraction ........................ 0.8674%
  Largest combinational cell category by area ........................ multiplexers
  Synth top area cells ........................ sky130_fd_sc_hd__edfxtp_1, sky130_fd_sc_hd__mux4_2, sky130_fd_sc_hd__mux2i_1
  Area share of and-or/or-and cells after synthesis ........................ just under 8%
  Average cell area after synthesis ........................ between 15 and 20 um2
  Number of enable flip-flop cells ........................ 136
  Register bit total from synthesis ........................ 149
  Primary flip-flop cell chosen by synthesis mapping ........................ sky130_fd_sc_hd__edfxtp_1
  Synthesized instance count ........................ around 360
  Synthesis area per yosys ........................ 6058 um2
  Number of distinct standard cells referenced by the synthesized netlist ........................ 39
  Register area share after synthesis ........................ about 72%
  Library cell occupying the most area in the post-synthesis netlist ........................ sky130_fd_sc_hd__edfxtp_1

[Power]
  Pwr dens ........................ 413.3 nW/um2
  Total design power ........................ 2955 uW
  Highest ir drop seen on vdd ........................ slightly below 0.0002 V
  Leakage power summed over all cells ........................ around 0.0023 uW

[Floorplan]
  Die Ht ........................ approximately 140 um
  Ports ........................ 22
  FP Util ........................ a little under a third
  Chip footprint ........................ 20,770 um2
  Standard cell core area ........................ 19,650 um2
  Die width ........................ roughly 140 um
  Count of standard-cell rows ........................ a little over 50

[Final layout]
  Final instance area ........................ 7151 um2
  Area added between synthesis and finish ........................ 18.03%
  Layout cell share with drive strength beyond 1 ........................ 15.42%
  Filler Cell Count ........................ around 1,800

[Run]
  Tool Warnings ........................ 28
  Max cap viols ........................ 0

[Run status]
  Status ........................ finished clean

----------------------------------------------------
-- area by class of cell --
cell class	count	area (um2)	area share, %
clock buffer	20	436.7	6.107
inverter	8	30.03	0.4199
clock inverter	12	131.4	1.837
timing repair buffer	29	270.3	3.780
multi-input combinational	184	1605	22.45
sequential	149	4345	60.77
tap	265	331.6	4.637
-- worst max-delay path: stages --
cell and delay [ns]:
sky130_fd_sc_hd__clkdlybuf4s50_1 0.67, sky130_fd_sc_hd__inv_1 0.15, sky130_fd_sc_hd__a21oi_1 0.43, sky130_fd_sc_hd__inv_1 0.20, sky130_fd_sc_hd__fa_1 0.46, sky130_fd_sc_hd__a21o_1 0.22, sky130_fd_sc_hd__a2111o_1 0.42, sky130_fd_sc_hd__o211a_1 0.13
sky130_fd_sc_hd__a211oi_1 0.15
-- synth_stat cells, types with 2 or more instances --
cell type / number
sky130_fd_sc_hd__a211oi_1: 2
sky130_fd_sc_hd__a21o_1: 2
sky130_fd_sc_hd__a21oi_1: 9
sky130_fd_sc_hd__a221oi_1: 16
sky130_fd_sc_hd__a22oi_1: 8
sky130_fd_sc_hd__and2_1: 2
sky130_fd_sc_hd__buf_2: 9
sky130_fd_sc_hd__clkbuf_1: 9
sky130_fd_sc_hd__dfxtp_1: 13
sky130_fd_sc_hd__edfxtp_1: 136
sky130_fd_sc_hd__ha_1: 8
sky130_fd_sc_hd__inv_1: 8
sky130_fd_sc_hd__mux2i_1: 33
sky130_fd_sc_hd__mux4_2: 16
sky130_fd_sc_hd__nand2_1: 15
sky130_fd_sc_hd__nand3_1: 3
sky130_fd_sc_hd__nor2_1: 26
sky130_fd_sc_hd__o2111ai_1: 2
sky130_fd_sc_hd__o211ai_2: 2
sky130_fd_sc_hd__o21ai_0: 14
sky130_fd_sc_hd__or3_1: 4
sky130_fd_sc_hd__xnor2_1: 3
sky130_fd_sc_hd__xor2_1: 3
-- stage by stage --
stage	setup slack, ns	util [%]	cells
4_1_cts	2.086	36.38	667
2_1_floorplan	2.305	-	359
3_3_place_gp	1.762	33.49	635
6_report	2.064	36.38	667
3_5_place_dp	1.650	33.49	635
5_1_grt	1.861	36.38	667
-- routing by layer --
layer  global-route usage (%)  vias up  part of all wire, %
met5                        0        -                    0
met4                    2.128        0                  1.5
met3                    6.339        8                  9.5
met2                    20.49      144                   48
met1                    17.15     1594                   41
li1                         -     1493                    -
-- flip-flops by register name (all words and copies together), names as in the netlist --
signal	flops
cnt	5
dout	8
mem	128
rptr	4
wptr	4
-- worst max-delay path by stage --
| stage | from | endpoint | slack (ns) | depth (start not counted) |
|---|---|---|---|---|
| after CTS | wr | cnt[4] | 2.09 | 9 |
| after global routing | wr | cnt[4] | 1.86 | 9 |
| final | wr | cnt[4] | 2.06 | 9 |
-- logic make-up (layout without fill, tap and decap cells) --
group           Yosys count  count (layout)
flops                   149             149
compound gates           63              63
simple gates             57              57
mux                      49              49
buf+inv                  26              69
fa+ha+maj                 9               9
xor+xnor                  6               6
-- layout by cell type (no fill, tap or decap), types with 2 or more instances in the layout --
cell type / n
sky130_fd_sc_hd__and2_1: 2
sky130_fd_sc_hd__a221oi_1: 16
sky130_fd_sc_hd__nor2_1: 26
sky130_fd_sc_hd__clkdlybuf4s50_1: 21
sky130_fd_sc_hd__a21o_1: 2
sky130_fd_sc_hd__clkinv_4: 5
sky130_fd_sc_hd__clkinv_2: 3
sky130_fd_sc_hd__o21ai_0: 14
sky130_fd_sc_hd__dfxtp_1: 12
sky130_fd_sc_hd__bufinv_16: 2
sky130_fd_sc_hd__buf_4: 8
sky130_fd_sc_hd__nand2_1: 15
sky130_fd_sc_hd__mux2i_1: 33
sky130_fd_sc_hd__o2111ai_1: 2
sky130_fd_sc_hd__or3_1: 4
sky130_fd_sc_hd__nand3_1: 3
sky130_fd_sc_hd__xnor2_1: 3
sky130_fd_sc_hd__inv_1: 8
sky130_fd_sc_hd__edfxtp_1: 136
sky130_fd_sc_hd__clkbuf_16: 17
sky130_fd_sc_hd__o211ai_2: 2
sky130_fd_sc_hd__a21oi_1: 9
sky130_fd_sc_hd__clkbuf_1: 3
sky130_fd_sc_hd__mux4_2: 16
sky130_fd_sc_hd__a211oi_1: 2
sky130_fd_sc_hd__a22oi_1: 8
sky130_fd_sc_hd__ha_1: 8
sky130_fd_sc_hd__xor2_1: 3
-- power breakdown --
group	switching (uW)	leakage [uW]	internal (uW)
Combinational	278	0.000670	287
Sequential	77.2	0.00133	1250
Clock	417	0.000280	644
Total	772	0.00228	2180
Power and IR drop assume default switching activity.
